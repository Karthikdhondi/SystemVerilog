==> ./config.mk <==
export PLATFORM = sky130hd
export DESIGN_NAME = gcd_rtl
export DESIGN_NICKNAME = gcd_rtl
export VERILOG_FILES = /design/flow/design.v
export SDC_FILE = /design/flow/constraint.sdc
export NUM_CORES = 4
export LEC_CHECK = 1
export CORE_UTILIZATION = 50
==> ./constraint.sdc <==
current_design gcd_rtl

set clk_period 8.7
set clk_io_pct 0.2

create_clock -name clk0 -period $clk_period [get_ports {clk}]

set non_clock_inputs [all_inputs -no_clocks]
set_input_delay [expr $clk_period * $clk_io_pct] -clock clk0 $non_clock_inputs
set_output_delay [expr $clk_period * $clk_io_pct] -clock clk0 [all_outputs]
==> ./design.v <==
interface gcd_intf(input logic clk,reset);
  logic [0:0] operands_val;
  logic [15:0]  A_in, B_in;
  logic [0:0] ack_rcvd;
  logic gcd_valid;
  logic [15:0] gcd_out;
  logic ready;
endinterface
module gcd_rtl(
  input clk,
  input reset,
  input operands_val,
  input [15:0] A_in, B_in,
  input ack_rcvd,
  output reg gcd_valid,
  output [15:0] gcd_out,
  output reg ready);
  localparam IDLE = 2'd0;
  localparam BUSY = 2'd1;
  localparam DONE = 2'd2;
  reg [1:0] state,state_next;
  wire [15:0]  B_mux_out;
  reg [15:0]   A_mux_out;
  wire A_lt_B, B_eq_zero;
  reg A_en, B_en; 
  wire [15:0] sub_out;
  reg [15:0] A, B;
  reg [1:0] A_mux_sel;
  reg B_mux_sel;  
  always @(*)
    begin 
      case (A_mux_sel)
        2'b00 : A_mux_out = A_in;
        2'b01 : A_mux_out = B;
        2'b10 : A_mux_out = sub_out;          
        default: A_mux_out = {16{1'bx}};
      endcase
    end 
  assign B_mux_out = B_mux_sel ? A : B_in;
  assign sub_out = A - B;
  assign B_eq_zero = (B == 0);
  assign A_lt_B = (A<B);
  assign gcd_out = A;
  always @(posedge clk)
    if(A_en)
      A <= A_mux_out;
  always @(posedge clk)
    if(B_en)
      B<= B_mux_out;
  always @(*)
    begin 
      state_next = state;
      case(state)
        IDLE:
          if(operands_val)
            state_next = BUSY;            
        BUSY:
            if(B_eq_zero)
            state_next = DONE;
        DONE:
          if(ack_rcvd)
            state_next = IDLE;
      endcase 
    end
  always @(posedge clk)
    if(reset)
      state <= IDLE;
    else
      state <= state_next;
  always @(*)
    begin
       A_en = 1'b0;
       B_en = 1'b0;
       gcd_valid = 1'b0;
      case(state)
        IDLE:
          begin
          A_mux_sel = 2'b00;
          A_en = 1'b1;
          B_mux_sel = 1'b0;
          B_en = 1'b1;
          ready = 1'b1;  
          end
        BUSY:
          begin
           if (A_lt_B)  
            begin
             A_mux_sel = 2'b01;
             A_en = 1'b1;
             B_mux_sel = 1'b1;
             B_en = 1'b1;
            end 
            else
              begin 
              A_mux_sel = 2'b10;
              A_en = 1'b1; 
             end            
          end
        DONE:
          begin 
           gcd_valid = 1'b1;
          end 
      endcase 
      end
endmodule
==> ./run.sh <==
#!/bin/bash
# OpenROAD 26Q1-2900-gdf79404cd8, Yosys 0.63+post, stock flow scripts
make -C /OpenROAD-flow-scripts/flow DESIGN_CONFIG=/design/flow/config.mk WORK_HOME=/design/flow/orfs finish
==> reports/results.ini <==
[outcome]
result_of_the_run=completed

[yosys]
ys_seq_elements=38
post_synth_instance_area_sq_mm=0.00254
synth-cells-yosys=257
ys_top_cells_by_area=sky130_fd_sc_hd__edfxtp_1, sky130_fd_sc_hd__ha_1, sky130_fd_sc_hd__mux2_2, sky130_fd_sc_hd__inv_1, sky130_fd_sc_hd__nand2_1
area_fraction_of_the_dominant_cell_type_after_synthesis=0.378
synth-edff-count=32
syn_avg_cell_area_sq_um=9.89
ff_type=sky130_fd_sc_hd__edfxtp_1
synthArstFlopShare=0
number_of_standard_cells_after_synthesis=257
yosysChipArea_sq_mm=0.00254
top_cell_type_by_total_area_after_synthesis=sky130_fd_sc_hd__edfxtp_1
post_synth_num_cell_types=45
synth_warnings=1

[finish]
register_area_sq_mm=0.00107
area_delta_synth_final_pct=25.8
layout-drive-gt1-share=0.0939
comb_area_sq_mm=0.00132
post-route-util=0.663
finish.cell_count_without_fillers=376
fillerInstances=420
stdcell_area_sq_mm=0.00320

[placement]
placement.io_buffers=52
post-place-cells=368
post-dp-hpwl_um=4200
postPlaceCellArea_sq_mm=0.00312
place_congestion=0.896

[sta]
finalWorstPathRequiredPeriod_ps=2920
max-slew-margin-rel=0.451
max_slew.worst_pin.slew_ps=823
report.final.slew_viol_count=0
setup_violations=0
fin_hold_ws_ps=519
period_used_share=0.336
final.setup_skew_ps=4.31
rsz0062_at_grt=no
hold_viol_final=0
clock.fmax_mhz=342
tns_ps=0
unclocked_regs=3
untimed_endpoints=3

[power_and_ir_drop]
power-per-cell-area_mw_per_mm2=157
cellLeakagePower_nw=1.31
vdd.ir_drop.worst_uv=94.2

[clocking]
root_buffer=sky130_fd_sc_hd__clkbuf_8
clockBufferDepth=2
htreeDepth=2
cts_post_setup_buffers_inserted=0
clock_tree_from_tritoncts=done
clk_pin_slew_worst_paths_ps=70
numCtsBuffers=5
post_cts_resize_count=0
clk_latency_ps=290
cts_hold_repair.buffers=0

[global_route]
grtUsageTotal=0.248
grt.overflow.total=0
grt_pass1_wl_um=9730
antenna_found_initial=0
pin_count_of_the_biggest_net_entering_global_routing=33
first_global_vias=2056

[route]
route.layer.met1.wl_um=2760
met3RoutedLength_um=275
detailroute.via_count=2092
route.detailed.wl_per_inst_um=15.4
routed_wirelength_um=5790
ant_nets_after_route=0
first_iter_violations=108
detail_route.first_pass.iterations=4
drc_errors=0
highest-signal-layer=met4
met2WireLength_um=2660
via_per_inst=5.56
route.antenna.diode_count=0

[floorplanning]
placeableCoreArea_sq_mm=0.00482
floorplan.rows=25
die_x_um=73.3
chip_area_sq_mm=0.00537
io_pins=54
fp.dieH_um=73.3
core_util_floorplan=0.528

[worst_setup_path]
worst-endpoint-arrival_ps=1180
worst-endpoint-required_ps=6960
critPathSlowestCell=sky130_fd_sc_hd__clkdlybuf4s50_1
timing_worst_setup_path_type=reg -> out
timing.critical_path.buf_inv=1
critPathTopFamily=buffers and inverters
max_fo_critical_path=4
cells_along_the_critical_path=clkdlybuf4s50_1
critPathMaxStageDelay_ps=490
type_of_element_launching_the_critical_path=flop
worst_setup_path_end_kind=output port

[hold_path]
hold_path.class=reg -> reg

[job]
stage_log_warnings=27
cap_violations=0

## layout by cell type (no fill, tap or decap), drive strengths merged, types with 2 or more instances in the layout
| cell | count |
|---|---|
| mux2i | 2 |
| a22oi | 5 |
| nand2 | 28 |
| clkinv | 2 |
| nor4 | 6 |
| or2 | 2 |
| inv | 31 |
| a221oi | 6 |
| and2 | 3 |
| xor2 | 7 |
| clkdlybuf4s50 | 52 |
| o21bai | 2 |
| nor3 | 3 |
| o221ai | 5 |
| ha | 18 |
| and3 | 3 |
| a21oi | 16 |
| xnor2 | 4 |
| nand3 | 4 |
| dfxtp | 3 |
| o2111ai | 2 |
| o21a | 3 |
| nor2 | 10 |
| clkbuf | 6 |
| a21o | 2 |
| mux2 | 16 |
| o21ai | 11 |
| a31oi | 5 |
| nor2b | 5 |
| edfxtp | 32 |
| a311o | 2 |
| dlxtn | 3 |
## power breakdown
part           leakage (nW)  internal (mW)  switching (mW)  total (mW)
clock network        0.0403         0.0546          0.0596       0.114
registers             0.378          0.207          0.0166       0.223
logic                 0.891         0.0824          0.0825       0.165
total                  1.31          0.344           0.159       0.503
## area by class of cell
| type | instances | share of cell area |
|---|---|---|
| flip-flops and latches | 38 | 0.334 |
| clock buffers | 6 | 0.0227 |
| inverters | 31 | 0.0364 |
| well taps | 67 | 0.0262 |
| multi-input cells | 179 | 0.413 |
| clock inverters | 2 | 0.00235 |
| repair buffers | 53 | 0.165 |
## logic make-up (layout without fill, tap and decap cells)
group / after synthesis / after routing / share of synthesized area
AND/OR/NAND/NOR: 66 / 66 / 0.123
AND-OR/OR-AND: 64 / 64 / 0.182
buffers and inverters: 40 / 92 / 0.0606
flip-flops: 35 / 35 / 0.402
adder cells (fa/ha/maj): 19 / 19 / 0.0965
multiplexers: 18 / 18 / 0.0788
XOR/XNOR: 11 / 11 / 0.0379
latches: 3 / 3 / 0.0177
other: 1 / 1 / 0.00148
## Yosys cell counts (2+ instances only)
cell type	n
sky130_fd_sc_hd__clkbuf_1	7
sky130_fd_sc_hd__or2_2	2
sky130_fd_sc_hd__ha_1	18
sky130_fd_sc_hd__nor4_1	6
sky130_fd_sc_hd__and3_1	2
sky130_fd_sc_hd__a221oi_1	6
sky130_fd_sc_hd__o21ai_0	10
sky130_fd_sc_hd__o2111ai_1	2
sky130_fd_sc_hd__and2_1	3
sky130_fd_sc_hd__nor2b_1	5
sky130_fd_sc_hd__xnor2_1	4
sky130_fd_sc_hd__inv_1	31
sky130_fd_sc_hd__o21a_1	3
sky130_fd_sc_hd__a22oi_1	5
sky130_fd_sc_hd__nor2_1	10
sky130_fd_sc_hd__o221ai_1	5
sky130_fd_sc_hd__a21o_1	2
sky130_fd_sc_hd__dfxtp_1	3
sky130_fd_sc_hd__nor3_1	3
sky130_fd_sc_hd__edfxtp_1	32
sky130_fd_sc_hd__mux2i_1	2
sky130_fd_sc_hd__nand3_1	4
sky130_fd_sc_hd__o21bai_1	2
sky130_fd_sc_hd__a31oi_1	4
sky130_fd_sc_hd__xor2_1	7
sky130_fd_sc_hd__a21oi_1	13
sky130_fd_sc_hd__dlxtn_1	3
sky130_fd_sc_hd__a311o_1	2
sky130_fd_sc_hd__mux2_2	16
sky130_fd_sc_hd__nand2_1	28
sky130_fd_sc_hd__a21oi_2	3
## final timing paths
kind | startpoint | to | slack, ps | cells after the start
worst max register to register | B[0] | B[6] | 5890 | 8
worst min-delay path | state[1] | state[0] | 520 | 1
worst max-delay path | A[1] | gcd_out[1] | 5780 | 1
worst min register to register | state[1] | state[0] | 520 | 1
## routing by layer
| metal | global-route usage | vias up |
|---|---|---|
| met1 | 0.381 | 988 |
| li1 | - | 1043 |
| met5 | 0 | - |
| met4 | 0.0342 | 0 |
| met2 | 0.398 | 53 |
| met3 | 0.0472 | 8 |
## registers in the layout (all words and copies together) (netlist names)
name and cells:
A 16, A_mux_sel 2, state 3, B_mux_sel 1, B 16
## metrics by stage
stage / total power, mW / setup slack (ps)
after CTS: 0.505 / 5760
after detailed placement: 0.391 / 5640
after global placement: 0.390 / 5650
after global routing: 0.536 / 5730
after floorplan: 0.332 / 6090
final: 0.503 / 5780
Power is estimated from default activity; no workload was simulated.
